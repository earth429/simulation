===== flow/design.v =====
module dfclw100 (
    CLK, S_CLK
);
    input CLK;
    output S_CLK;
    reg S_CLK = 1'b0;
    reg [25:0]CEOUT = 16'd1;
    always @(posedge CLK) begin
        if (CEOUT == 15'd20000)
        begin
            CEOUT <= 15'd1;
            S_CLK <= ~S_CLK;  
        end
        else
        begin
            CEOUT <= CEOUT + 15'd1;
        end
    end
endmodule

===== flow/run.sh =====
#!/bin/bash
# OpenROAD 26Q1-2900-gdf79404cd8, Yosys 0.63+post, stock flow scripts
make -C /OpenROAD-flow-scripts/flow DESIGN_CONFIG=/design/flow/config.mk WORK_HOME=/design/flow/orfs finish

===== flow/config.mk =====
export PLATFORM = sky130hd
export DESIGN_NAME = dfclw100
export DESIGN_NICKNAME = dfclw100
export VERILOG_FILES = /design/flow/design.v
export SDC_FILE = /design/flow/constraint.sdc
export NUM_CORES = 4
export LEC_CHECK = 1
export CORE_AREA = 10 10 109 109
export DIE_AREA = 0 0 119 119

===== flow/constraint.sdc =====
current_design dfclw100

set clk_period 5.4
set clk_io_pct 0.2

create_clock -name clk0 -period $clk_period [get_ports {CLK}]

set non_clock_inputs [all_inputs -no_clocks]
set_input_delay [expr $clk_period * $clk_io_pct] -clock clk0 $non_clock_inputs
set_output_delay [expr $clk_period * $clk_io_pct] -clock clk0 [all_outputs]

==> job_summary.md <==
## Synthesis and layout report

| Metric | Value |
|---|---|
| YS warnings | `1` |
| Gp weighted congestion | `0.820` |
| Post-route design area | `around 1400 µm²` |
| Global route overflow | `0` |
| Post-CTS Setup Inserts | `0` |
| Avg Inst Size Synth | `9.80 µm²` |
| R2R Setup Slk | `around 3.7 ns` |
| CP max-delay cell | `clkdlybuf4s50_1` |
| Min-delay src | `CEOUT[0]$_SDFF_PN1_` |
| Routed WL per cell | `7.15 µm` |
| Via count of the routed design | `791` |
| IO Pins | `2` |
| Rows | `36` |
| Root Buffer | `clkbuf_8` |
| IO buf count | `1` |
| DRC violations left | `0` |
| Worst-Skew Late Latency | `approximately 0.27 ns` |
| Final tally of max-slew violations | `0` |
| HPWL after DPL | `~1.4 mm` |
| Die Height | `around 120 µm` |
| Worst Skew | `approximately 0.0084 ns` |
| RR Endpoint | `S_CLK$_DFFE_PN_` |
| Die ar. | `14200 µm²` |
| Area Growth Syn to Fin | `18.6%` |
| Post-route setup slack | `3.25 ns` |
| RSZ-0062 raised after global routing | `false` |
| Worst Path Buf+Inv | `1` |
| Status | `finished, final reports clean` |
| All-Layer GR Usage | `2.57%` |
| Dominant logic cell type in the layout | `dfxtp_1` |
| Worst VDD drop | `0.150 mV` |
| Share of cells above drive strength 1 | `under 10%` |
| Power Density | `225 nW/µm²` |
| Crit path launch | `S_CLK$_DFFE_PN_` |
| Final setup TNS | `0 ns` |
| Final min period | `2.15 ns` |
| RR Startpoint | `CEOUT[11]$_SDFF_PN0_` |
| Vias in the first global route | `~760` |
| Min-delay worst type | `register to register` |
| Slew of the pin with the lowest slew margin | `0.539 ns` |
| Drt pass-1 iters | `4` |
| Final hold vios | `0` |
| Post-DP Area | `1330 µm²` |
| Tool warning count | `26` |
| YS chip area | `approximately 1200 µm²` |
| Max incr delay on CP | `0.46 ns` |
| Crit path max fanout | `2` |
| CP top delay family | `buffers and inverters` |
| Cycle use final | `between 30% and 40%` |
| Detail Route Antenna Nets | `0` |
| H-tree depth | `1` |
| Clock-pin slew on the worst setup and hold paths | `0.08 ns` |
| PostCTS Resize Cnt | `0` |
| Cell total in the yosys stat output | `118` |
| Leakage power | `0.379 nW` |
| Final number of setup-violating endpoints | `0` |
| Distinct cells, synth | `25` |
| Max Cap Violations | `0` |
| Post-Syn Instances | `118` |
| Total power | `0.000309 W` |
| Type of origin of the critical path | `register` |
| Area of the mapped netlist | `1160 µm²` |
| Critical path depth | `1` |
| 1st-iter DRT viols | `26` |
| FMAX | `between 400 and 500 MHz` |
| Rel. slew slack | `a little under two thirds` |
| Seq/Total Area, Yosys | `47.6%` |
| CP Capture Type | `output port` |
| Min-Delay Path Depth | `1` |
| Antenna diode instance count | `0` |
| Total CTS buffers | `3` |
| Total Wirelength | `1.82 mm` |
| Core Area | `9640 µm²` |
| Top Layout Cells | `dfxtp_1, xnor2_1, nand2_1, nor2_1, nand3_1` |
| CTS Hold Buffers Added | `0` |
| Worst EP required | `4.32 ns` |
| Flops after synth | `27` |
| Crit-path cells | `clkdlybuf4s50_1` |
| Finished Layout Cells | `255` |
| CTS tree | `yes` |
| Antenna violations before repair | `0` |
| Largest net degree at the start of global routing | `16` |
| Die Width | `119 µm` |
| Critical path type | `register to output port` |
| Sink Count | `27` |
| # placed instances | `251` |
| Crit path DAT | `1.07 ns` |
| First-pass GRT wire length | `about 3.2 mm` |
| Cells on worst reg2reg path | `3` |
| Max clock buf depth | `2` |
| Vias per std cell | `slightly above 3` |
| FP Util | `between 10% and 20%` |
| CP Capture Point | `S_CLK` |
| DP Worst Slack | `3.53 ns` |
[kinds of logic after synthesis]
logic type | after synthesis | synth area share (%)
DFF | 27 | 47.6
buffers and inverters | 4 | 1.62
and+or+nand+nor | 61 | 30.4
adders and majority gates | 2 | 2.16
xor gates and xnor gates | 24 | 18.2
[final cells by class]
cell class | count | area, µm²
timing repair buffer | 1 | 10.0
clock inverter | 1 | 5.00
fill | 1124 | 8270
clock buffer | 3 | 41.3
inverter | 3 | 11.3
tap | 133 | 166
multi-input combinational | 87 | 587
sequential | 27 | 551
[worst register-to-register path: stages (launching register included)]
cell and delay, ns:
dfxtp_1 0.44, nand2_1 0.09, or4_4 0.49, nor3_4 0.38
[cells in the mapped netlist]
master	count	share of area (%)
nor2_1	11	3.6
and2_1	2	1.1
nor3b_1	1	0.65
nor3_1	2	0.87
nor3_2	1	0.87
inv_1	3	0.97
dfxtp_1	26	45
buf_4	1	0.65
nand2_1	11	3.6
nand4_2	1	1.1
and4_1	2	1.5
xnor2_1	22	17
nor3_4	1	1.4
nor4b_1	1	0.76
and3_1	2	1.1
ha_1	2	2.2
nand2b_1	1	0.54
edfxtp_1	1	2.6
nor2b_1	1	0.54
nor4_1	4	2.2
nor4_2	1	1.1
nand4_1	8	4.3
xor2_1	2	1.5
or4_4	1	0.97
nand3_1	10	4.3
[per-layer routing]
| metal | wire length (µm) | vias up | track usage, % |
|---|---|---|---|
| met5 | 0 | - | 0 |
| met4 | 38 | 0 | 0.916 |
| met3 | 48 | 2 | 0.528 |
| met2 | 832 | 5 | 4.08 |
| met1 | 904 | 369 | 3.40 |
| li1 | - | 415 | - |
[power by group]
part / leakage, nW / total [W] / switching [W] / internal [W]
logic: 0.132 / 0.000000000132 / 0 / 0
registers: 0.221 / 0.000200 / 0 / 0.000200
clock network: 0.0255 / 0.000109 / 0.0000575 / 0.0000515
total: 0.379 / 0.000309 / 0.0000575 / 0.000251
[how the worst min path moves through the flow]
stage                         end  slack [ns]
global route  CEOUT[0]$_SDFF_PN1_        0.48
finish        CEOUT[0]$_SDFF_PN1_        0.44
CTS           CEOUT[0]$_SDFF_PN1_        0.46
[state kept, by name (all words and copies together), names as in the netlist]
register,flops
S_CLK,1
CEOUT,26
[stage by stage]
step	hold slack, ns	util (%)
after floorplan	0.401	-
after global placement	0.420	13.7
after detailed placement	0.432	13.7
after CTS	0.455	14.2
after global routing	0.477	14.2
final	0.444	14.2
Power and IR drop assume default switching activity.
