===== flow/run.sh =====
#!/bin/bash
# OpenROAD 26Q1-2900-gdf79404cd8, Yosys 0.63+post, stock flow scripts
make -C /OpenROAD-flow-scripts/flow DESIGN_CONFIG=/design/flow/config.mk WORK_HOME=/design/flow/orfs finish

===== flow/config.mk =====
export PLATFORM = sky130hd
export DESIGN_NAME = selector
export DESIGN_NICKNAME = selector
export VERILOG_FILES = /design/flow/design.v
export SDC_FILE = /design/flow/constraint.sdc
export NUM_CORES = 4
export LEC_CHECK = 1
export CORE_AREA = 10 10 70 70
export DIE_AREA = 0 0 80 80

===== flow/constraint.sdc =====
current_design selector

set clk_period 1.0
set clk_io_pct 0.2

create_clock -name clk0 -period $clk_period

set non_clock_inputs [all_inputs -no_clocks]
set_input_delay [expr $clk_period * $clk_io_pct] -clock clk0 $non_clock_inputs
set_output_delay [expr $clk_period * $clk_io_pct] -clock clk0 [all_outputs]

===== flow/design.v =====
module selector (
    SW_SEL, INST, INDEX, ACC, C, Z, SEG, LED
);
    input [1:0]SW_SEL;
    input [7:0]INST;
    input [3:0]INDEX;
    input [3:0]ACC;
    input C;
    input Z;
    output [7:0]SEG;
    output [1:0]LED;
    function [9:0]sel;
        input [1:0]sw_sel;
        input [7:0]inst;
        input [3:0]index;
        input [3:0]acc;
        input c;
        input z;
        begin
            case (sw_sel)
                2'b00:sel = {inst, 2'b11};
                2'b01:sel = {inst, 2'b11};
                2'b10:sel = {4'b0, index, 2'b11};
                2'b11:sel = {4'b0, acc, ~c, ~z};
            endcase
        end
    endfunction
    assign {SEG, LED} = sel(SW_SEL, INST, INDEX, ACC, C, Z);
endmodule

==> reports/results.ini <==
[route]
dr_wl_met2_um=447
dr.pass1.iters=2
drc=0
top_layer_used=met3
wirelength_um=938
antenna_left=0
avgViaCountPerCell=2.48
drt-met1-wl_um=361
dr.first_iter.drc_count=2
num_antenna_cells=0
via_count=243
wire_per_inst_um=9.57
route.met3.wl_um=128

[setup_path]
cp.depth=4
critical_path_class=primary input to output pin
critPathLaunchType=primary input
crit_path_end=SEG[2]
crit_path_max_incr_delay_ns=0.23
critPathTopFamily=buffers and inverters
cp-end-kind=output pin
worstPathCellList=dlygate4sd2_1, mux2i_1, a21oi_1, buf_2
cp.arrival_ns=0.75
crit_path_start=ACC[2]
path_buffers=2
critical_path_required_ns=0.80
crit_fanout=1
crit_slowest_cell=dlygate4sd2_1

[yosys]
yosys_area_um2=134
syn_avg_cell_area_um2=6.69
top_area_cell=mux2i_1
yosysWarnings=1
top_area_share_pct=29.9
ys_seq_share_pct=0
common_cells=4 x a21oi_1, 4 x and2b_1, 4 x mux2i_1, 4 x nor2_1, 2 x nand3_1
topCellsByArea=mux2i_1 30%, and2b_1 22%, a21oi_1 15%
yosys_cells=20
synth.cell_area_um2=134
synth_cell_types=7
netlist_instances=20

[final_layout]
seq_cells=0
design_area_um2=429
nClkBuffers=0
flop_area_um2=0
nFillCells=404
drive_gt1_share_pct=30.8
stdcell_count=98
area.growth.synth_to_final_pct=221

[placement]
place_congestion=0.846
portBuffers=30
place_inst=96
post-place-ws_ns=-0.814
post_dp_cell_area_um2=488

[final_timing]
slew_headroom_pct=91.3
slew_violations=0
finalHoldViolCount=0
fin_setup_tns_ns=0
fin_crit_ns=0.948
setup_ws_ns=0.0525
grt_setup_unrepaired=false
fmax_mhz=1060
finalClockPeriodUsage_pct=94.8
setup_viol=0
tightest_slew_ns=0.127

[global_route]
overflow=0
grt_max_degree=7
grt_pass1_vias=265
grt_pass1_wl_um=1450
antenna_found_initial=0
grt.total_usage_pct=2.68

[floorplan]
floorplan.initialDensity_pct=3.92
chipArea_mm2=0.00640
die_h_um=80
rows=21
die_width_um=80
ios=30
core_area_mm2=0.00342

[min_path]
hold_path.class=primary input to output pin

[power]
cellLeakagePower_nw=0.220
ir_drop_v=0.0000212
total_power_mw=0.125
power_density_mw_per_mm2=292

[flow_run]
drv_cap=0
tool_warnings=32

[clock_tree]
hold_buffers=0

[outcome]
status=finished clean

[metal layers]
layer	vias to the layer above	track usage (%)
li1	133	-
met1	96	3.16
met2	14	4.82
met3	0	0.909
met4	0	0
met5	-	0
[how the worst min path moves through the flow]
stage        end  depth (start not counted)  slack (ns)  startpoint
4_1_cts   LED[0]                          3        0.72   SW_SEL[0]
5_1_grt   LED[0]                          3        0.73   SW_SEL[0]
6_report  LED[0]                          3        0.70   SW_SEL[0]
[kinds of logic after synthesis]
| kind of cell | Yosys count | synth area share [%] |
|---|---|---|
| AOI/OAI and AO/OA | 4 | 15.0 |
| and+or+nand+nor | 10 | 41.1 |
| buffers and inverters | 2 | 14.0 |
| muxes | 4 | 29.9 |
[cell type report]
cell class / count / area (um2) / area share (%)
repair buffers: 34 / 256 / 59.8
multi-input cells: 18 / 115 / 26.8
well taps: 46 / 57.6 / 13.4
[stage by stage]
stage / utilization (%) / hold WS, ns
after CTS: 12.3 / 0.723
after floorplan: - / 0.438
after global routing: 12.6 / 0.725
after detailed placement: 14.3 / 1.33
final: 12.6 / 0.700
after global placement: 14.3 / 1.33
[power breakdown]
group / switching [mW] / leakage (nW) / internal [mW] / total (mW)
registers: 0 / 0 / 0 / 0
clock network: 0 / 0 / 0 / 0
logic: 0.0385 / 0.220 / 0.0868 / 0.125
[layout by cell type (no fill, tap or decap), drive strengths merged]
cell and count:
and2b 4, nor2 4, mux2i 4, a21oi 4
clkdlybuf4s15 4, nand3 2, buf 16, dlygate4sd2 14
[tightest hold or removal path: stages]
cell	delay, ns
buf_4	0.14
nand3_1	0.07
buf_2	0.08
[what timing repair did]
action | in CTS | in global routing
pin swaps | 6 | 4
endpoints found under the setup margin | 10 | 4
resized | 58 | 6
cloned | 1 | 0
setup buffers | 2 | 0
Power and IR drop assume default switching activity.
