## flow/design.v

```verilog
module indexregister (
    CLK, R_ADDR, R_DATA, S, W_ADDR, W_DATA
);
    input CLK;
    input S;  
    input [3:0]R_ADDR;
    input [3:0]W_ADDR;
    input [3:0]W_DATA;
    output [3:0]R_DATA;
    reg [3:0]register[0:15];
    assign R_DATA = register[R_ADDR];
    always @(posedge CLK) begin
        if (S == 1'b1)
        begin
            register[W_ADDR] <= W_DATA;
        end
    end
endmodule
```

## flow/config.mk

```make
export PLATFORM = sky130hd
export DESIGN_NAME = indexregister
export DESIGN_NICKNAME = indexregister
export VERILOG_FILES = /design/flow/design.v
export SDC_FILE = /design/flow/constraint.sdc
export NUM_CORES = 4
export LEC_CHECK = 1
export CORE_UTILIZATION = 30
```

## flow/run.sh

```bash
#!/bin/bash
# OpenROAD 26Q1-2900-gdf79404cd8, Yosys 0.63+post, stock flow scripts
make -C /OpenROAD-flow-scripts/flow DESIGN_CONFIG=/design/flow/config.mk WORK_HOME=/design/flow/orfs finish
```

## flow/constraint.sdc

```tcl
current_design indexregister

set clk_period 1.9
set clk_io_pct 0.2

create_clock -name clk0 -period $clk_period [get_ports {CLK}]

set non_clock_inputs [all_inputs -no_clocks]
set_input_delay [expr $clk_period * $clk_io_pct] -clock clk0 $non_clock_inputs
set_output_delay [expr $clk_period * $clk_io_pct] -clock clk0 [all_outputs]
```

==> impl_metrics.tcl <==
# yosys + openroad results
set metrics [dict create \
    status "finished, violations left" \
    violations "setup timing" \
    path_depth 4 \
    top_regs "register (64)" \
    ys_cells 126 \
    power_density_nw_per_um2 916 \
    warning_count 27 \
    timing.fmax_ghz 0.502 \
    rows 33 \
    slowest_stage "mux4_2" \
    drtIter0Drc 64 \
    dr_wl_met3_um 360 \
    top_cell_area_share_pct 74.3 \
    num_antenna_cells 0 \
    worstMarginPinSlew_ns 0.623 \
    clockPowerShare_pct 40.2 \
    layout.cells.most_common "edfxtp_1" \
    p_switching_w 0.000607 \
    fp_util_pct 31.2 \
    cp_cell_sequence "mux4_2 -> a22oi_2 -> nand3_1 -> buf_2" \
    setup_tns_ns -0.289 \
    ir_worst_vdd_mv 0.599 \
    port_buffers 17 \
    rsz0062_at_grt "yes" \
    cts_tree "done" \
    ys_seq_elements 64 \
    die_w_um 94.9 \
    cts_root_buffer "clkbuf_8" \
    ant_nets 0 \
    synthesis.area_um2 2590 \
    crit_arrival_ns 1.61 \
    h-tree-depth 3 \
    top_layer_used "met4" \
    route.met2.wl_um 2750 \
    synth_seq_share_pct 74.3 \
    wl_met1_um 1930 \
    fin_ws_ns -0.0917 \
    worst-path-max-fanout 1 \
    yosysTopAreaCell "edfxtp_1" \
    p_int_w 0.00245 \
    coreArea_um2 8300 \
    dp_hpwl_um 3490 \
    required_ns 1.52 \
    grt_usage_pct 13.6 \
    cts.sinks 64 \
    wl_per_cell_um 17.8 \
    grt_overflow_total 0 \
    hold_viol_final 0 \
    fin_crit_sh_pct 105 \
    switching_share_pct 19.8 \
    syn_avg_cell_area_um2 20.5 \
    ys_chip_area_um2 2590 \
    slew_headroom_pct 58.3 \
    critical_path_buf_inv_count 1 \
    power.share.combinational_pct 7.7 \
    slew_viol_final 0 \
    cts_hold_buf 0 \
    crit_path_end_kind "output pin" \
    dieArea_um2 9000 \
    gp_congestion 0.822 \
    largest_register "register" \
    cts_buffers 9 \
    power.leakage_nw 1.12 \
    drive_above_1_share_pct 40.0 \
    maxCapViolCount 0 \
    fin_area_um2 3340 \
    antenna_found_initial 0 \
    worstSetupStartpoint "register[2][1]" \
    place_area_um2 3070 \
    setup_violations 4 \
    vias 1380 \
    start_kind "flop" \
    grt_pass1_wl_um 8250 \
    path_clk_slew_ns 0.07 \
    period_needed_ns 1.99 \
    slowest_delay_ns 0.48 \
    area_delta_synth_final_pct 29.0 \
    critical_path_class "reg2out" \
    drtPass1Iterations 4 \
    seqPwrFrac_pct 52.0 \
    synth.top_cells.by_area "edfxtp_1 (74%), mux4_1 (14%), nor2_1 (1.9%), nand3_1 (1.7%), mux4_2 (1.7%)" \
    crit_end "R_DATA[1]" \
    netlist_instances 126 \
    route.detailed.drc 0 \
    grt_start_max_net_pins 17 \
    yosysWarnings 1 \
    viasPerCell 4.76 \
    lay_top_cells "edfxtp_1 (64), buf_4 (24), mux4_2 (16), nor2_1 (12), clkdlybuf4s50_1 (11)" \
    drt-total-wl_um 5150 \
    grt_pass1_vias 1568 \
    die_y_um 94.9 \
    path_delay_family "multiplexers" \
    clock_path_buffers 2 \
    largest_reg_flops 64 \
    hp-class "in2reg" \
    yosysUniqueCellTypes 16 \
    io_pins 18 \
]
[how the worst min path moves through the flow]
stage	start	end	slack [ns]	cells past startpoint
CTS	W_ADDR[1]	register[12][0]	1.00	3
global route	W_ADDR[0]	register[12][2]	1.00	3
finish	W_ADDR[0]	register[12][2]	1.00	3
[stage by stage]
stage	utilization [%]	cells	power [W]	worst slack (ns)	hold WS [ns]
2_1_floorplan	-	126	0.00170	0.211	0.479
3_3_place_gp	37.0	270	0.00182	-0.901	1.32
3_5_place_dp	37.0	270	0.00183	-0.931	1.35
4_1_cts	40.3	290	0.00308	-0.110	1.00
5_1_grt	40.2	290	0.00317	-0.155	1.00
6_report	40.2	290	0.00306	-0.0917	1.00
[repair_timing]
| item | in CTS | in global routing |
|---|---|---|
| setup buffers | 2 | 0 |
| cloned | 2 | 0 |
| pin swaps | 8 | 1 |
| gates resized | 42 | 2 |
| setup endpoints to repair | 4 | 4 |
[metal layers]
layer / up-vias / GRT usage [%]
met1: 692 / 16.9
met2: 54 / 22.8
met5: - / 0
met4: 0 / 2.53
met3: 9 / 6.29
li1: 625 / -
[cells in the mapped netlist, drive strengths merged]
library cell and number:
edfxtp 64, or3b 1, nor2b 2, clkbuf 1, nand2b 2, buf 3, nor2 13, mux4 16
nand3 9, nand2 5, a22oi 4, nand3b 2, nor3 4
[kinds of logic after synthesis]
| group | Yosys count | synth area share, % |
|---|---|---|
| compound gates | 4 | 1.16 |
| mux | 16 | 16.0 |
| simple gates | 38 | 7.01 |
| flops | 64 | 74.3 |
| buf+inv | 4 | 1.55 |
[layout make-up]
cell class,count,area [um2]
fill,703,4960
multi-input combinational,58,597
sequential,64,1920
clock buffer,9,124
timing repair buffer,47,467
clock inverter,7,96.3
tap,105,131
[power groups by stage]
stage / Sequential, W / Clock, W / Combinational (W)
CTS: 0.00159 / 0.00125 / 0.000239
global route: 0.00159 / 0.00132 / 0.000256
finish: 0.00159 / 0.00123 / 0.000236
Power is estimated from default activity; no workload was simulated.
